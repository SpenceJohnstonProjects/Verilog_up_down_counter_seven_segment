$ cat config.mk
export PLATFORM = sky130hd
export DESIGN_NAME = ud_counter
export DESIGN_NICKNAME = ud_counter
export VERILOG_FILES = /design/flow/design.v
export SDC_FILE = /design/flow/constraint.sdc
export NUM_CORES = 4
export LEC_CHECK = 1
export CORE_AREA = 10 10 86 86
export DIE_AREA = 0 0 96 96
$ cat constraint.sdc
current_design ud_counter

set clk_period 3.7
set clk_io_pct 0.2

create_clock -name clk0 -period $clk_period [get_ports {clk}]

set non_clock_inputs [all_inputs -no_clocks]
set_input_delay [expr $clk_period * $clk_io_pct] -clock clk0 $non_clock_inputs
set_output_delay [expr $clk_period * $clk_io_pct] -clock clk0 [all_outputs]
$ cat design.v
module ud_counter
#(	
	parameter N = 12	 
) (
	input clk, en, reset, ud,  
	output reg [N-1:0] out
);
initial out = 0;
always @ ( posedge clk or posedge reset)
begin
	if(reset)
		out = 0;
	else
	if (en)
	begin
		if(ud)
			out = out + 1'd1;
		else
			out = out - 1'd1;
	end
	else
		out = out;
end
endmodule 
$ cat run.sh
#!/bin/bash
# OpenROAD 26Q1-2900-gdf79404cd8, Yosys 0.63+post, stock flow scripts
make -C /OpenROAD-flow-scripts/flow DESIGN_CONFIG=/design/flow/config.mk WORK_HOME=/design/flow/orfs finish
==> notes.md <==
The following summarizes the physical implementation.

Hold path
The type of the worst min-delay path is flop to flop. The worst hold path depth is 2. Looking at hold timing, the worst path starts from out[4]. In the hold report, the worst path ends at out[4].

GRT
The total routing resource utilization after global routing is 5.34%. The number of antenna violations at the first check in global routing came to 0. Summed over all layers, the global routing overflow is 0.

The via count of the first global-routing pass is 801. The first global-routing pass estimated 3940 µm of wire. The pin count of the biggest net entering global routing is 15.

Placement
The instance count after placement with tap cells included is 192. The worst setup timing slack at the placement stage is 0.551 ns. The wire-length estimate of the detail-placed layout is 1770 µm. The port buffer count is 15. The placer's final routability congestion estimate is 0.874.

The placed standard-cell area is 0.00123 mm².

Pwr
The combinational power share is 62.7%. The power report puts the leakage power at 0.520 nW. The net switching share of the total power is 39.4%. The relative contribution of the clock network to total power is 13.3%.

The power density relative to cell area is 869 mW/mm². The power report lists cell-internal power as 0.000679 W. The share of total power in sequential cells is 24.1%. Across the VDD grid, the largest voltage drop is 0.390 mV.

The power report puts the net switching power at 0.000441 W.

Floorplanning
In this run the full chip footprint comes out at 0.00922 mm². The core region is 0.00554 mm². The horizontal die size is 96 µm. The row count is 27. According to the I/O placement log, the pin count is 16.

The initial cell density of the core is 17.9%. The overall die height is 96 µm.

Timing
The final critical path takes up 79.0% of the cycle. The critical path in the final layout is reported with a setup slack of 0.776 ns. The worst hold-check slack is 0.510 ns.

From the final report, the count of setup violators was given as 0. Setup repair after global routing left no endpoint under its margin. The final hold violation count is 0.

The clock skew after layout is 0.00275 ns. Static timing analysis puts the maximum clock frequency at 342 MHz. The headroom to the max-slew limit is 65.7%. For the pin with the worst max-slew slack, the measured transition is 0.514 ns.

The smallest clock period supported by the final layout is computed as 2.92 ns. Setup total negative slack on the finished layout was measured at 0 ns. For reference, the final report shows the max-slew violation count at 0.

Flow run
The tool warning count for the run is 25. The number of max-cap violations is 0.

Clocking
The report puts the hold buffer count at CTS at 0. Counting every sink on the clock net gives 12. The timing report gives the clock slew at the launch and capture registers of the worst setup and hold paths as 0.06 ns. In this run the post-CTS setup repair buffer count came out at 0. Post-CTS repair ended up resizing 0 cells. The number of buffers between clock root and the deepest sink is 2. TritonCTS built the clock tree. The clock insertion delay at the later pin of the skew report is 0.24 ns. The number of buffers created by CTS is 3. The number of levels in the clock H-tree is 1. The cell chosen for the clock root is clkbuf_8.

Critical path
The combined buffer and inverter count along the critical path is 2. Per the timing report, the most critical flop-to-flop path finishes at out[8]. The worst setup path is captured at a flop. The worst-case reg-to-reg path depth is 6. Among cell families on the critical path, the largest total delay comes from buffers and inverters. The number of logic stages on the critical path including buffering is 8. In this run the critical path is formed by clkdlybuf4s50_1 -> inv_1 -> fa_1 -> a21oi_1 -> o211ai_1 -> a31oi_1 -> xnor2_1 -> mux2_2. The flop-to-flop setup slack is 1.68 ns. The highest fanout seen on the critical path is 13. The worst endpoint required time is 3.83 ns. The worst setup path is launched from an input port.

The critical path is of the input port to flop type. The slowest stage cell on the critical path is fa_1. The launch point of the worst path is ud. The data arrival time at the worst-slack endpoint is 3.05 ns. The launching point of the worst reg2reg path is out[0].

In this design, the stage delay of the slowest critical-path cell is 0.53 ns.

Finish
The register with the most flip-flops in the layout has 12 of them. Once layout is complete, the cells apart from fillers number 196. The cell area after layout is 0.00129 mm². The ratio of cells with drive above 1 in the final layout is 12.9%. In this run the layout overhead on the synthesized area is reported as 29.9%.

Yosys
The portion of the post-synthesis area used by sequential elements is 30.3%. The warning count from the yosys run is 1. Yosys mapped the design onto 37 distinct sky130hd cell types. The area reported by Yosys stat is 992 µm². For this run, the leading register cell type out of synthesis is dfrtp_1. The flop and latch count out of synthesis is 12. In this run, synthesis inferred 0 flip-flops with an integrated enable. The cell type with the largest total area after synthesis is dfrtp_1. In this run the cell area of the synthesized design comes to 992 µm².

The cell count after synthesis is 106. The proportion of netlist area held by the largest area contributor is 30.3%. Yosys attributes the largest share of cell area to dfrtp_1 (30%), ha_1 (13%), a21oi_1 (6.1%).

Dividing the synthesized area by the synthesized cell count gives 9.36 µm². The count of instantiated cells in the yosys netlist is 106. The share of flip-flops with an asynchronous set or reset is 100%.

Routing
The routed via count is 854. Using the TritonRoute via totals, the vias-per-cell ratio works out to 4.36. The routed design ends up with an antenna cell count of 0.

The DRC violation count after routing is 0. The overall routed net length is 2370 µm. For this block, the initial DRC count from the detailed router was 43.

The remaining number of nets flagged by the antenna check after routing is 0. The number of detailed-routing iterations run before antenna repair is 4. The wire length per cell is 12.1 µm.

Run status
The run finished with clean final reports.
[through the flow]
step / utilization, % / total power, W
final: 23.3 / 0.00112
after global routing: 23.3 / 0.00124
after CTS: 23.3 / 0.00114
after detailed placement: 22.3 / 0.000979
after global placement: 22.3 / 0.000977
after floorplan: - / 0.000741
[kinds of logic after synthesis]
logic type                 share of synthesized area [%]
adders and majority gates                           14.6
buffers and inverters                               3.28
xor gates and xnor gates                            5.30
and+or+nand+nor                                     14.4
muxes                                               6.05
DFF                                                 30.3
AOI/OAI and AO/OA                                   26.1
[area by class of cell]
| class | count | area [µm²] |
|---|---|---|
| inverter | 5 | 18.8 |
| fill | 622 | 4250 |
| clock buffer | 4 | 55.1 |
| timing repair buffer | 17 | 165 |
| multi-input combinational | 86 | 659 |
| tap | 72 | 90.1 |
| sequential | 12 | 300 |
[power groups by stage]
stage	clock network [W]	logic, W	registers, W
after CTS	0.000153	0.000713	0.000273
after global routing	0.000160	0.000793	0.000286
final	0.000148	0.000702	0.000270
[worst max path at each step]
stage | to | slack, ns
6_report | out[8] | 0.78
5_1_grt | out[11] | 0.58
4_1_cts | out[8] | 0.79
[placed cells by master (no fill, tap or decap), drive strengths merged, types with 3 or more instances in the layout]
cell type	instances
o211ai	5
clkbuf	4
inv	4
nor3	4
xnor2	4
dfrtp	12
o21ai	4
a21o	3
a21oi	13
mux2	5
nand2	11
clkdlybuf4s50	15
ha	10
[synth_stat cells, types with 3 or more instances]
master / count
o211ai_1: 5
xnor2_1: 4
dfrtp_1: 12
inv_1: 4
o21ai_0: 3
nand2_1: 11
ha_1: 10
a21oi_1: 12
nor3_1: 4
mux2_2: 4
[per-layer routing]
| layer | part of all wire (%) | track usage, % | vias up |
|---|---|---|---|
| met2 | 42 | 7.79 | 19 |
| li1 | - | - | 438 |
| met3 | 7.7 | 2.36 | 2 |
| met4 | 0.55 | 0.246 | 0 |
| met5 | 0 | 0 | - |
| met1 | 50 | 7.51 | 395 |
[worst reg2reg max path: cells and delay by family (launching register included)]
kind | cells | cell delay, ns
DFF | 1 | 0.45
AOI/OAI and AO/OA | 3 | 0.67
muxes | 1 | 0.26
xor gates and xnor gates | 1 | 0.08
adders and majority gates | 1 | 0.45
Power and IR drop assume default switching activity.
