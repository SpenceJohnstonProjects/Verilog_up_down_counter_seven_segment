### design.v
module bin_to_bcd (
	input [15:0] numb,
	output reg [3:0] ones, tens, hundreds, thousands, ten_thous
);
always @ ( * )
begin
	ones = numb % 10; 
	if ( numb > 9 )
	begin
		tens = ( numb / 16'd10 ) % 16'd10;		
		if ( numb > 16'd99 )
		begin
			hundreds = ( numb / 16'd100 ) % 16'd10;		
			if ( numb > 16'd999 )
			begin
				thousands = ( numb / 16'd1000 ) % 16'd10;
					if ( numb > 16'd9999 )
						ten_thous = ( numb / 16'd10000 ) % 16'd10;
					else
						ten_thous = 4'd0;			
			end			
			else
			begin
				thousands = 4'd0;
				ten_thous = 4'd0;
			end
		end
		else
		begin
			hundreds = 4'd0;
			thousands = 4'd0;
			ten_thous = 4'd0;
		end		
		end
	else
	begin
		tens = 4'd0;
		hundreds = 4'd0;
		thousands = 4'd0;
		ten_thous = 4'd0;
	end
end
endmodule
### run.sh
#!/bin/bash
# OpenROAD 26Q1-2900-gdf79404cd8, Yosys 0.63+post, stock flow scripts
make -C /OpenROAD-flow-scripts/flow DESIGN_CONFIG=/design/flow/config.mk WORK_HOME=/design/flow/orfs finish
### config.mk
export PLATFORM = sky130hd
export DESIGN_NAME = bin_to_bcd
export DESIGN_NICKNAME = bin_to_bcd
export VERILOG_FILES = /design/flow/design.v
export SDC_FILE = /design/flow/constraint.sdc
export NUM_CORES = 4
export LEC_CHECK = 1
export CORE_UTILIZATION = 40
### constraint.sdc
current_design bin_to_bcd

set clk_period 27.0
set clk_io_pct 0.2

create_clock -name clk0 -period $clk_period

set non_clock_inputs [all_inputs -no_clocks]
set_input_delay [expr $clk_period * $clk_io_pct] -clock clk0 $non_clock_inputs
set_output_delay [expr $clk_period * $clk_io_pct] -clock clk0 [all_outputs]
==> node_exporter_impl.prom <==
# HELP chip_impl_metric Metrics from one implementation run
# TYPE chip_impl_metric gauge
chip_impl_metric{name="ys_cells",unit=""} 1860
chip_impl_metric{name="area_growth",unit="%"} 4.34
chip_impl_metric{name="design.core.area",unit="um^2"} 28700
chip_impl_metric{name="setup_ws",unit="ns"} 3.92
chip_impl_metric{name="detail_routed_via_count_per_cell",unit=""} 6.44
chip_impl_info{name="synth_area_leader_cell",value="sky130_fd_sc_hd__nor2_1"} 1
chip_impl_metric{name="post_synth_instance_area",unit="um^2"} 11700
chip_impl_metric{name="total_leakage_power",unit="nW"} 4.35
chip_impl_metric{name="synth.cellmix.simpleShare",unit="%"} 34.5
chip_impl_metric{name="floorplan.core_util",unit="%"} 40.7
chip_impl_metric{name="compound_area_share",unit="%"} 43.8
chip_impl_metric{name="muxShareOfSynthArea",unit="%"} 5.05
chip_impl_metric{name="ys_seq_share",unit="%"} 0
chip_impl_metric{name="synth.top_cell.area_share",unit="%"} 6.75
chip_impl_metric{name="timing_hold_violations_final",unit=""} 0
chip_impl_metric{name="place_worst_setup_slack",unit="ns"} 4.09
chip_impl_metric{name="slew_viol_final",unit=""} 0
chip_impl_metric{name="holdBufCountCts",unit=""} 0
chip_impl_metric{name="dpl.cell_count",unit=""} 2185
chip_impl_metric{name="pwr_density_cell",unit="nW/um^2"} 93.1
chip_impl_metric{name="place_area",unit="um^2"} 12200
chip_impl_metric{name="timing_worst_slew_pin_value",unit="ns"} 0.967
chip_impl_metric{name="finalClockPeriodUsage",unit="%"} 85.5
chip_impl_metric{name="irDropWorstVdd",unit="uV"} 52.6
chip_impl_metric{name="antenna_left",unit=""} 0
chip_impl_metric{name="holdPathStages",unit=""} 2
chip_impl_metric{name="timing.final.crit_period",unit="ns"} 23.08
chip_impl_info{name="critPathSlowestCell",value="sky130_fd_sc_hd__nand4_1"} 1
chip_impl_metric{name="synthesis.yosys.warnings",unit=""} 1
chip_impl_metric{name="placement_row_count",unit=""} 62
chip_impl_metric{name="fin_util",unit="%"} 42.4
chip_impl_metric{name="warning_count",unit=""} 35
chip_impl_metric{name="timing.critical_path.slowest_cell_delay",unit="ns"} 0.68
chip_impl_metric{name="worst_hold_slack",unit="ns"} 11.68
chip_impl_metric{name="synth.avg_cell_area",unit="um^2"} 6.27
chip_impl_metric{name="grt_pass1_vias",unit=""} 12500
chip_impl_metric{name="post-route-cell-area",unit="um^2"} 12200
chip_impl_info{name="worst_path_most_repeated_cell",value="sky130_fd_sc_hd__nor2_1"} 1
chip_impl_metric{name="post-dp-hpwl",unit="um"} 28400
chip_impl_metric{name="ys_area",unit="um^2"} 11700
chip_impl_metric{name="die_y",unit="um"} 173
chip_impl_metric{name="report.power.total",unit="mW"} 1.13
chip_impl_metric{name="detailedRoute.firstPassIterationCount",unit=""} 5
chip_impl_metric{name="critical_path_peak_fanout",unit=""} 49
chip_impl_info{name="cp-start-kind",value="primary input"} 1
chip_impl_metric{name="route.vias.total",unit=""} 14100
chip_impl_metric{name="finalNonFillerCells",unit=""} 2186
chip_impl_metric{name="synth_cells",unit=""} 1860
chip_impl_info{name="timing_worst_setup_path_type",value="in -> out"} 1
chip_impl_metric{name="yosys.area_share.adder",unit="%"} 2.62
chip_impl_metric{name="fp.dieArea",unit="um^2"} 29900
chip_impl_metric{name="postCtsSetupRepairBufs",unit=""} 0
chip_impl_metric{name="fin_setup_tns",unit="ns"} 0
chip_impl_metric{name="postCtsResizedCells",unit=""} 0
chip_impl_info{name="netlist_logic_family_top",value="AND-OR/OR-AND gates"} 1
chip_impl_info{name="worstSetupEndpointType",value="primary output"} 1
chip_impl_metric{name="io_pins",unit=""} 36
chip_impl_info{name="outcome",value="finished, final reports clean"} 1
chip_impl_metric{name="worstPathRequired",unit="ns"} 21.60
chip_impl_metric{name="die.size.x",unit="um"} 173
chip_impl_metric{name="synth_xor_xnor_area_share",unit="%"} 7.53
chip_impl_metric{name="drt_first_iter_violations",unit=""} 1491
chip_impl_info{name="min-delay-path-class",value="in -> out"} 1
chip_impl_metric{name="drc",unit=""} 0
chip_impl_metric{name="groute.usage.overall",unit="%"} 24.8
chip_impl_metric{name="area_taken_by_flip_flops_and_latches",unit="um^2"} 0
chip_impl_metric{name="post_route_cells_drive_above_1_share",unit="%"} 7.88
chip_impl_metric{name="timing.max_slew.rel_slack",unit="%"} 35.3
chip_impl_info{name="grt_setup_unrepaired",value="false"} 1
chip_impl_metric{name="routed_wl",unit="um"} 37800
chip_impl_metric{name="fill_cells",unit=""} 3038
chip_impl_metric{name="grt_remaining_overflow",unit=""} 0
chip_impl_metric{name="grt_pass1_wl",unit="um"} 62900
chip_impl_metric{name="synth_cell_types",unit=""} 125
chip_impl_metric{name="wl_per_cell",unit="um"} 17.3
chip_impl_metric{name="seq_cell_count",unit=""} 0
chip_impl_metric{name="grt_antenna_before_repair",unit=""} 1
chip_impl_metric{name="io_buffers",unit=""} 35
chip_impl_metric{name="worstPathArrival",unit="ns"} 17.68
chip_impl_metric{name="max_freq",unit="MHz"} 43.3
chip_impl_metric{name="max_cap_violations",unit=""} 0
chip_impl_metric{name="grt_start_max_net_pins",unit=""} 65
chip_impl_info{name="netlist_top_cells_area",value="sky130_fd_sc_hd__nor2_1 (6.8%), sky130_fd_sc_hd__nand2_1 (6.1%), sky130_fd_sc_hd__xnor2_1 (5.6%)"} 1
chip_impl_metric{name="timing.final.setup_violations",unit=""} 0
chip_impl_metric{name="final.clkbuf_count",unit=""} 0
chip_impl_metric{name="gpl.final_weighted_congestion",unit=""} 0.936
[Yosys cell counts, drive strengths merged, types with 11 or more instances]
library cell / number
a31oi: 41
nor3b: 12
o31ai: 23
mux2i: 36
o211ai: 30
nor2: 211
o22ai: 19
and4: 12
nor2b: 16
clkbuf: 87
mux2: 18
a31o: 14
nor3: 68
xor2: 15
o31a: 12
xnor2: 78
or3: 23
inv: 44
and2: 36
or2: 16
a211o: 15
o221ai: 13
maj3: 14
ha: 13
a311oi: 16
nand2: 191
a21oi: 129
nor4: 21
o211a: 16
nand4: 26
a2111oi: 11
nand3: 70
o21ai: 144
buf: 42
a21boi: 15
and3: 22
o21a: 22
a211oi: 39
a21o: 26
nand2b: 22
[kinds of logic after synthesis]
| kind of cell | count (synthesis) |
|---|---|
| other | 1 |
| and+or+nand+nor | 790 |
| xor gates and xnor gates | 94 |
| adders and majority gates | 27 |
| muxes | 55 |
| buffers and inverters | 180 |
| AOI/OAI and AO/OA | 713 |
[report_power, final]
group	switching (mW)	total (mW)	internal (mW)
combinational	0.647	1.13	0.487
sequential	0	0	0
clock	0	0.00000000496	0.00000000496
total	0.647	1.13	0.487
[final cells by class]
cell class	instances	area, um^2	share of cell area (%)
Multi-Input combinational cell	1680	10900	89.6
Timing Repair Buffer	70	588	4.83
Tap cell	384	480	3.95
Inverter	51	191	1.57
Antenna cell	1	2.50	0.0206
[final timing paths]
check / startpoint / endpoint / slack, ns
max: numb[14] / tens[2] / 3.92
min: numb[0] / ones[0] / 11.68
[layer usage]
layer  GRT usage (%)  share of wire [%]  vias to the layer above
met5               0                  0                        -
met4            4.68                1.4                        0
met3            1.48                5.2                       38
met2            40.6                 46                      412
met1            36.2                 48                     6566
li1                -                  -                     7058
[cell usage in the layout (no fill, tap or decap), types with 26 or more instances in the layout]
master                              n
sky130_fd_sc_hd__a21o_1            26
sky130_fd_sc_hd__xnor2_1           74
sky130_fd_sc_hd__and2_1            35
sky130_fd_sc_hd__mux2i_1           35
sky130_fd_sc_hd__a21oi_1          126
sky130_fd_sc_hd__o21ai_0          128
sky130_fd_sc_hd__nor3_1            65
sky130_fd_sc_hd__clkdlybuf4s50_1   30
sky130_fd_sc_hd__a31oi_1           39
sky130_fd_sc_hd__nand3_1           68
sky130_fd_sc_hd__o211ai_1          30
sky130_fd_sc_hd__nand2_1          190
sky130_fd_sc_hd__buf_4             35
sky130_fd_sc_hd__a211oi_1          37
sky130_fd_sc_hd__nor2_1           210
sky130_fd_sc_hd__inv_1             41
[worst max-delay path, delay by kind of cell]
| kind | cells | cell delay [ns] |
|---|---|---|
| fa+ha+maj | 2 | 0.90 |
| compound gates | 20 | 6.07 |
| simple gates | 10 | 3.21 |
| buf+inv | 5 | 1.42 |
| mux | 2 | 0.61 |
