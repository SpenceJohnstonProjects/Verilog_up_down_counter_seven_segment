## /design/flow/run.sh

```bash
#!/bin/bash
# OpenROAD 26Q1-2900-gdf79404cd8, Yosys 0.63+post, stock flow scripts
make -C /OpenROAD-flow-scripts/flow DESIGN_CONFIG=/design/flow/config.mk WORK_HOME=/design/flow/orfs finish
```

## /design/flow/config.mk

```make
export PLATFORM = sky130hd
export DESIGN_NAME = cl3641ah_driver
export DESIGN_NICKNAME = cl3641ah_driver
export VERILOG_FILES = /design/flow/design.v
export SDC_FILE = /design/flow/constraint.sdc
export NUM_CORES = 4
export LEC_CHECK = 1
export CORE_AREA = 10 10 78 78
export DIE_AREA = 0 0 88 88
```

## /design/flow/constraint.sdc

```tcl
current_design cl3641ah_driver

set clk_period 2.6
set clk_io_pct 0.2

create_clock -name clk0 -period $clk_period [get_ports {clk}]

set non_clock_inputs [all_inputs -no_clocks]
set_input_delay [expr $clk_period * $clk_io_pct] -clock clk0 $non_clock_inputs
set_output_delay [expr $clk_period * $clk_io_pct] -clock clk0 [all_outputs]
```

## /design/flow/design.v

```verilog
module cl3641ah_driver (
	input clk, reset,
	input [6:0] a, b, c, d, 
	output [6:0] seven_seg,
	output [3:0] control
);
wire [1:0] mux_controller_out;
mux_controller m0 ( clk, reset, mux_controller_out);
mux_4x1 m1 ( clk, a, b, c, d, mux_controller_out, seven_seg);
mux_control_decode d0 (clk, mux_controller_out, control); 
endmodule
module mux_4x1 (
	input clk,
	input [6:0] a, b, c, d, 
	input [1:0] sel,
	output reg [6:0] out
);
always @ ( posedge clk)
begin
	case (sel)
		2'b00:
			out = a;
		2'b01:
			out = b;
		2'b10:
			out = c;
		2'b11:
			out = d;
	endcase
end
endmodule 
module mux_control_decode (
	input clk,
	input [1:0] select,
	output reg [3:0] display
);
always @ ( posedge clk )
begin
	case ( select )
		2'b00:
			display = 4'b1110;
		2'b01:
			display = 4'b1101;
		2'b10:
			display = 4'b1011;
		2'b11:
			display = 4'b0111;
	endcase
end
endmodule 
module mux_controller (
	input clk, reset,
	output reg [1:0] control
);
initial control = 0;
always @ ( posedge clk )
begin
	if (reset)
		control = 2'b00;
	else
	begin
		control = control + 1;
	end
end
endmodule 
```

==> run notes <==
yosys + openroad results -> RSZ-0062 raised after global routing=false, TNS Setup=0 ns, tally of unique sky130hd cells used after synthesis=11, yosys adder share=roughly a tenth, yosys cell count=roughly 49, Inst Count DP=roughly 140, PnR worst setup slack=1.06 ns, Startpoint Class=flop, xor/xnor share of the synthesized area=0%, die area=around 0.0077 sq mm, vias in the first global route=596, P_leak=between 0.3 and 0.4 nW, Die Ht=88 microns, routed vias/inst=between 3 and 4, Logic pwr share=25.9%, TritonCTS buffer count=3, die width=88 microns, sequential share of power=approximately 42%, routed wire length per instance=13.5 microns, Critical Path RT=~2.1 ns, Iter 0 DRT Violations=36, Routed Antenna Nets=0, Final Slew Violations=0, worst rel slew slack=74.9%, Critical Path Max Stage Delay=approximately 0.47 ns, dpl hpwl=1540 microns, Tcrit/Tclk final=between 50% and 60%, Chip Area, Yosys=513 sq um, aoi share=between 20% and 30%, Post-Layout Cell Count=~140, first-pass GRT wire length=around 2900 microns, Hold Crit Class=flop to flop, Ports=between 40 and 50, Synth Warn #=3, Hold-fix buffers, CTS=0, share of cells above drive strength 1=between 4 and 5%, Worst Setup End Kind=primary output, H-tree levels=1, # Post-CTS Setup Buffers=0, Reg clk slew, reported paths=0.06 ns, initial antenna violation count=0, placed inst area=957 sq um, port bufs=approximately 40, Top delay family on crit path=buffers and inverters, Worst EP arrival=approximately 1.0 ns, P_int=~0.00044 W, Avg Cell Area, Syn=about 10 sq um, ys async rst share=0%, clock share of power=a little under a third, Worst Tran Pin Value=~0.38 ns, number of enable flip-flop cells=0, aggregate routed wire length=about 1900 microns, sw frac=about a fifth, RePlAce Congestion=around 0.69, clk buf depth=2, Post-synth seq share=slightly above 50%, main flop type=dfxtp_1, mux share=0%, DRC=0, crit path cell chain=clkdlybuf4s50_1, Synth top cell by count=dfxtp_1, upper clock frequency limit=around 650 MHz, clock sink count=13, pin count of the biggest net entering global routing=9, grt ovf=0, Antenna Cells=0, first-pass detailed-route iteration total=4, VDD IR max=0.167 mV, tool warning count=28, Finished Cell Area=around 0.001 sq mm, Vias=506, post-place setup slack=1.06 ns, skew final=0.00797 ns, final hold vios=0, Top-area cell share=50.7%, Yosys top cell by area=dfxtp_1, main kind of combinational logic by area=AND-OR/OR-AND gates, min Tclk post-route=1.54 ns, status=finished clean, root buffer cell=clkbuf_8, MaxCap Viol Count=0, critical path peak fanout=1, Crit Path Class=flop to primary output, slowest CP cell=clkdlybuf4s50_1, area of the mapped netlist=around 510 sq um, Psw=~0.00012 W, Pwr per Cell Area=around 550 mW/mm^2, Layout fillers=between 400 and 500, Post-CTS Resized=0, Total GRT Usage=about 4.7%, Late-Pin Clk Latency=around 0.24 ns, total power=~0.00056 W, Post-Synthesis Cells=approximately 49, P&R area growth vs syn=95.4%, synth cell count leaders=dfxtp_1 (13), nor2b_1 (8), a21oi_1 (7), a222oi_1 (7), inv_1 (5), CTS tree=yes, initial core utilization=a little under an eighth, Yosys reg bits=13, core area=roughly 0.0044 sq mm, worst path bufs/invs=1, Basic Gates by Area=about a tenth, endpoints failing setup=0, Largest cells by area=dfxtp_1 (51%), a222oi_1 (14%), ha_1 (9.8%), row count=24
## through the flow
step / hold slack, ns / utilization, %
6_report: 0.473 / 22.7
5_1_grt: 0.503 / 22.7
4_1_cts: 0.476 / 22.7
3_5_place_dp: 0.459 / 21.7
3_3_place_gp: 0.440 / 21.7
2_1_floorplan: 0.433 / -
## cell families after synthesis
family                     Yosys count
buffers and inverters                9
and+or+nand+nor                      9
DFF                                 13
AOI/OAI and AO/OA                   14
adders and majority gates            4
## path summary, 6_finish.rpt
check        cells after the start             to     startpoint  slack, ns
max                              1   seven_seg[3]      m1.out[3]       1.06
min                              1  m0.control[0]  m0.control[0]       0.47
max reg2reg                      4      m1.out[1]  m0.control[0]       1.20
min reg2reg                      1  m0.control[0]  m0.control[0]       0.47
## per-layer routing
layer,part of all wire [%],GRT usage (%),up-vias,routed length (microns)
li1,-,-,258,-
met4,0.31,0.290,0,6
met5,0,0,-,0
met1,43,5.87,211,818
met2,37,6.61,35,716
met3,20,3.74,2,374
## flip-flops by register name, summed over array words and instances, names as in the netlist
register	count
d0.display	4
m0.control	2
m1.out	7
## placed cells by master (no fill, tap or decap)
cell type | netlist | final
a222oi_1 | 7 | 7
inv_2 | 1 | 1
dfxtp_1 | 13 | 13
clkbuf_1 | 0 | 1
a21oi_1 | 7 | 7
nor2b_1 | 8 | 8
clkbuf_8 | 0 | 3
inv_1 | 5 | 5
nor2_1 | 1 | 1
ha_1 | 4 | 4
clkdlybuf4s50_1 | 0 | 40
## cell type report
class,instances,area (sq um),share of cell area [%]
clock buffer,4,45.0,4.49
inverter,6,22.5,2.25
multi-input combinational,27,209,20.8
tap,52,65.1,6.49
timing repair buffer,40,400,40.0
sequential,13,260,26.0
## power groups by stage
stage,combinational (W),clock (W),sequential [W]
finish,0.000144,0.000176,0.000235
CTS,0.000148,0.000188,0.000236
global route,0.000159,0.000197,0.000238
Power is estimated from default activity; no workload was simulated.
